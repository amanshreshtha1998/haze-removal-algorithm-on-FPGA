**design/flow/run.sh**
```bash
#!/bin/bash
# OpenROAD 26Q1-2900-gdf79404cd8, Yosys 0.63+post, stock flow scripts
make -C /OpenROAD-flow-scripts/flow DESIGN_CONFIG=/design/flow/config.mk WORK_HOME=/design/flow/orfs finish
```
**design/flow/config.mk**
```make
export PLATFORM = sky130hd
export DESIGN_NAME = transmission_estimation
export DESIGN_NICKNAME = transmission_estimation
export VERILOG_FILES = /design/flow/design.v
export SDC_FILE = /design/flow/constraint.sdc
export NUM_CORES = 4
export LEC_CHECK = 1
export CORE_UTILIZATION = 30
```
**design/flow/constraint.sdc**
```tcl
current_design transmission_estimation

set clk_period 49.7
set clk_io_pct 0.2

create_clock -name clk0 -period $clk_period [get_ports {clock}]

set non_clock_inputs [all_inputs -no_clocks]
set_input_delay [expr $clk_period * $clk_io_pct] -clock clk0 $non_clock_inputs
set_output_delay [expr $clk_period * $clk_io_pct] -clock clk0 [all_outputs]
```
**design/flow/design.v**
```verilog
`timescale 1ns / 1ps
module MAX3(clock,Enable, a, b, c, dataout) ;
input clock;
input Enable;
input [7:0] a, b, c;
output [7:0] dataout ;
reg [7:0] values[1:3];
integer i,ADDR,temp=1;
always @(posedge clock) begin
if (Enable) begin
values[1]= a;
values[2]= b;
values[3]= c;
end
for (i = 1; i < 3; i=i+1) begin
if (values[i] < values[i+1] )
ADDR = i+1;  
else
ADDR = i;
if (values[temp] <  values[ADDR])
temp = ADDR;
end
end
assign dataout = values[temp];
endmodule 
`timescale 1ns / 1ps
module MIN3(clock,Enable, a, b, c, dataout) ;
input clock;
input Enable;
input [7:0] a, b, c;
output [7:0] dataout ;
reg [7:0] values[1:3];
integer i,ADDR,temp=1;
always @(posedge clock) begin
if (Enable) begin
values[1]= a;
values[2]= b;
values[3]= c;
end
for (i = 1; i < 3; i=i+1) begin
if (values[i] > values[i+1] )
ADDR = i+1;  
else
ADDR = i;
if (values[temp] >  values[ADDR])
temp = ADDR;
end
end
assign dataout = values[temp];
endmodule 
`timescale 1ns / 1ps
module MIN9(clock,Enable, pixel_1, pixel_2, pixel_3, pixel_4,x, pixel_6, pixel_7, pixel_8, pixel_9, dataout) ;
input clock;
input Enable;
input [7:0] pixel_1, pixel_2, pixel_3, pixel_4, x, pixel_6, pixel_7, pixel_8, pixel_9;
output [7:0] dataout ;
reg [7:0] pixel_values[1:9];
integer i,ADDR,temp=1;
always @(posedge clock) begin
if (Enable) begin
pixel_values[1]= pixel_1;
pixel_values[2]= pixel_2;
pixel_values[3]= pixel_3;
pixel_values[4]= pixel_4;
pixel_values[5]= x;
pixel_values[6]= pixel_6;
pixel_values[7]= pixel_7;
pixel_values[8]= pixel_8;
pixel_values[9]= pixel_9;
end
for (i = 1; i < 9; i=i+1) begin
if (pixel_values[i] > pixel_values[i+1] )
ADDR = i+1;   
else
ADDR = i;
if (pixel_values[temp] >  pixel_values[ADDR])
temp = ADDR;
end
end
assign dataout = pixel_values[temp];
endmodule 
`timescale 1ns / 1ps
module transmission_estimation(clock, Enable, r1, r2, r3, r4, r5, r6, r7, r8, r9,
g1, g2, g3, g4, g5, g6, g7, g8, g9, b1, b2, b3, b4, b5, b6, b7, b8, b9, t);
input clock;
input Enable;
input [7:0] r1, r2, r3, r4, r5, r6, r7, r8, r9;
input [7:0] g1, g2, g3, g4, g5, g6, g7, g8, g9; 
input [7:0] b1, b2, b3, b4, b5, b6, b7, b8, b9;
output [7:0] t ;
wire [7:0] r_min;
wire [7:0] g_min;
wire [7:0] b_min; 
wire [7:0] BC; 
wire [7:0] DC;
wire [7:0] DC_neg;
wire [7:0] three_BC;
MIN9 r_min9 (clock, Enable, r1, r2, r3, r4, r5, r6, r7, r8, r9, r_min);
MIN9 g_min9 (clock, Enable, g1, g2, g3, g4, g5, g6, g7, g8, g9, g_min);
MIN9 b_min9 (clock, Enable, b1, b2, b3, b4, b5, b6, b7, b8, b9, b_min);
MAX3 max3_x (clock, Enable, r5, g5, b5, BC);
MIN3 min3 (clock, Enable, r_min, g_min, b_min, DC);
assign DC_neg = ~DC;
assign three_BC = BC + {BC[6:0],1'b0};
assign t = (DC_neg > three_BC) ? DC_neg : three_BC;
endmodule
```
==> results.yml <==
# yosys + openroad results
status:
  status: "finished clean"
worst_setup_path:
  critical_path_peak_fanout: 45
  required_ns: 50.22
  regToRegSetupSlack_ns: 23.69
  crit_slowest_cell: "nor3_1"
  start_kind: "input port"
  r2r-end: "g_min9.temp[3]$_SDFF_PN1_"
  slowest_delay_ns: 0.84
  r2r-start: "g_min9.temp[1]$_SDFF_PN0_"
  path_class: "in -> reg"
  reg2regPathDepth: 90
  setup.worst_path.end_class: "flip-flop"
  critPathArrivalTime_ns: 37.32
drt:
  drt_iter0_drc: 5402
  num_vias: 45800
  wl_per_cell_um: 39.15
  drt-total-wl_mm: 273.1
  drt-pass1-iter-count: 9
  viasPerCell: 6.565
  drc: 0
  ant_nets: 0
clock_network:
  cts_buffers: 42
  tritoncts: "done"
  clk-insertion-delay-late_ns: 0.66
  clk_path_buf_depth: 3
  ctsResizeCount: 0
  clk_pin_slew_ns: 0.06
  cts_hold_buf: 0
  root_buffer: "clkbuf_16"
  htree_levels: 2
  clkSinkCount: 280
  cts_setup_buffers: 0
synthesis:
  ys_area_um2: 36430
  synthMostInstantiatedCell: "ha_1"
  ys_seq_share_pct: 15.39
  top_area_cell: "ha_1"
  async_flop_share_pct: 0
  numSynthFlops: 280
  area_leaders: "ha_1, dfxtp_1, mux2i_1"
  edf_count: 0
  top_cells_by_count: "ha_1, nor2_1, nand2_1"
  yosys_warnings: 46
  syn-mean-instance-area_um2: 7.467
  syn_area_um2: 36430
  ff_type: "dfxtp_1"
  synth_stat.cells: 4879
  ys_types: 115
  top_cell_area_share_pct: 15.73
  synth_cells: 4879
placement:
  port_buffers: 225
  hpwl_mm: 206.3
  globalplace.congestion: 1.183
  preCtsSetupSlack_ns: 13.66
  placed_cell_area_um2: 42810
  placedCellCount: 6876
final_timing:
  rsz0062_at_grt: "false"
  timing.hold.ws_ns: 0.5335
  final-hold-violation-count: 0
  fin_crit_ns: 36.80
  drv_slew: 0
  finalSetupViolCount: 0
  finClkSkew_ns: 0.03668
  setup_ws_ns: 12.90
  worst-slew-pin-transition_ns: 1.068
  relSlewSlack_pct: 28.23
  timing.fmax_mhz: 27.17
  fin_crit_sh_pct: 74.05
  tns_ns: 0
global_route:
  grt_util_all_layers_pct: 44.33
  grt_busiest_layer: "met2"
  antenna_found_initial: 31
  grt_pass1_wl_mm: 365.2
  gr-total-overflow: 0
  grt_pass1_vias: 42750
  gr-usage-met3_pct: 19.79
  grtUsageMet1_pct: 55.05
  met2_usage_pct: 60.68
  grt_max_degree: 51
cells_and_area:
  register_area_um2: 5607
  final_util_pct: 36.84
  logic_area_um2: 28720
  drive_gt1_share_pct: 11.88
  fillers: 12510
  area_delta_synth_final_pct: 21.49
  final_cells: 6977
  finalInstanceArea_um2: 44260
worst_hold_path:
  min_to: "min3.values[3][7]$_DFF_P_"
  hp-start: "min3.values[3][7]$_DFF_P_"
  hold_class: "reg -> reg"
  whs_path_depth: 2
floorplan:
  dieArea_um2: 122800
  fp.dieW_um: 350.5
  fp-utilization_pct: 30.33
  fp-row-count: 127
  core_um2: 120100
  io_pins: 226
  fp.dieH_um: 350.5
job:
  drv_cap: 0
  warnings: 25
==> metal layers <==
layer | share of wire, % | vias to the layer above
met2 | 40 | 3312
met3 | 13 | 1007
met1 | 38 | 21780
li1 | - | 19680
met5 | 0.067 | -
met4 | 8.6 | 24
==> layout by cell type (no fill, tap or decap), types with 29 or more instances in the layout <==
master	instances
a21oi_1	339
a222oi_1	40
clkdlybuf4s50_1	224
o21ai_1	37
nor2b_1	57
o221ai_1	45
o21a_1	57
a2111oi_0	49
a21o_1	95
a22oi_1	168
a221oi_1	53
a211oi_1	81
o21ai_0	349
dfxtp_1	279
nor3_1	87
diode_2	29
mux2_2	50
nor2_1	425
nand4_1	39
a32oi_1	38
a31oi_1	69
clkbuf_16	42
ha_1	458
o22ai_1	166
mux2i_1	280
o211ai_1	40
nand3_1	125
inv_1	327
and3_1	56
nand2_1	392
nand2b_1	32
buf_4	391
==> flip-flops by register name, summed over array words and instances, names as in the netlist <==
| signal | cells |
|---|---|
| b_min9.pixel_values | 72 |
| g_min9.pixel_values | 72 |
| r_min9.pixel_values | 72 |
| max3_x.values | 24 |
| min3.values | 24 |
| b_min9.temp | 4 |
| g_min9.temp | 4 |
| r_min9.temp | 4 |
| max3_x.temp | 2 |
| min3.temp | 2 |
==> cells by family (layout without fill, tap and decap cells) <==
group	count (synthesis)	after routing	synth area share [%]
buffers and inverters	572	1029	6.220
muxes	369	369	10.59
DFF	280	280	15.39
adders and majority gates	459	459	15.78
AOI/OAI and AO/OA	1860	1860	34.72
other	0	29	0
and+or+nand+nor	1329	1329	17.07
xor gates and xnor gates	10	10	0.2404
==> worst max-delay path: cells and delay by family <==
| family | cells | cell delay (ns) |
|---|---|---|
| buffers and inverters | 8 | 3.18 |
| AOI/OAI and AO/OA | 48 | 12.36 |
| and+or+nand+nor | 26 | 7.81 |
| muxes | 3 | 0.85 |
| adders and majority gates | 9 | 2.88 |
==> cell type report <==
class,instances,area share [%]
clock inverter,13,0.3618
clock buffer,59,2.745
tap,1612,4.557
inverter,341,2.892
antenna,29,0.1640
sequential,280,12.67
timing repair buffer,616,11.73
multi-input combinational,4027,64.88
==> worst max path at each step <==
stage / to / start / slack, ns
final: g_min9.temp[3]$_SDFF_PN1_ / Enable / 12.90
after global routing: g_min9.temp[3]$_SDFF_PN1_ / Enable / 11.94
after CTS: g_min9.temp[3]$_SDFF_PN1_ / Enable / 14.24
