[flow/design.v]
`timescale 1ns / 1ps
module division( a, b, out );
input [7:0] a,b;
output [15:0] out;
assign out = (a<<8)/b;
endmodule
[flow/config.mk]
export PLATFORM = sky130hd
export DESIGN_NAME = division
export DESIGN_NICKNAME = division
export VERILOG_FILES = /design/flow/design.v
export SDC_FILE = /design/flow/constraint.sdc
export NUM_CORES = 4
export LEC_CHECK = 1
export CORE_UTILIZATION = 30
[flow/constraint.sdc]
current_design division

set clk_period 50.7
set clk_io_pct 0.2

create_clock -name clk0 -period $clk_period

set non_clock_inputs [all_inputs -no_clocks]
set_input_delay [expr $clk_period * $clk_io_pct] -clock clk0 $non_clock_inputs
set_output_delay [expr $clk_period * $clk_io_pct] -clock clk0 [all_outputs]
[flow/run.sh]
#!/bin/bash
# OpenROAD 26Q1-2900-gdf79404cd8, Yosys 0.63+post, stock flow scripts
make -C /OpenROAD-flow-scripts/flow DESIGN_CONFIG=/design/flow/config.mk WORK_HOME=/design/flow/orfs finish
==> flow_metrics.tcl <==
# place-and-route summary
set metrics [dict create \
    outcome "completed" \
    dp_slack_ps 180.3 \
    grt_pass1_vias 5345 \
    min_period_ps 48460 \
    worst_path_max_delay_cell "or4b_1" \
    coreArea_um2 18960 \
    end_kind "output pin" \
    nClkBuffers 0 \
    grt_antenna_before_repair 0 \
    period_used_share 0.9558 \
    io_pins 32 \
    num_vias 6154 \
    ant_nets 0 \
    tool_warnings 34 \
    die_area_um2 20210 \
    avgSynthCellArea_um2 7.259 \
    drive_gt1_frac 0.1350 \
    seq_area_um2 0 \
    syn_inst 812 \
    place_area_um2 6568 \
    grt_usage 0.1627 \
    viasPerCell 5.500 \
    yosysWarnings 0 \
    min_from "b[3]" \
    cp_common_cell "o21a_1" \
    die_y_um 142.2 \
    rows 50 \
    die_w_um 142.2 \
    hold_depth 3 \
    hold_violations 0 \
    synthTopCellsByCount "ha_1, nor2_1, nand2_1" \
    setup_ws_ps 2240 \
    gp_congestion 0.8858 \
    finalWirelength_mm 16.40 \
    n_antenna_cell 0 \
    remaining_drc_errors 0 \
    synth_area_um2 5894 \
    cp.arrival_ps 38320 \
    postSynthSeqShare 0 \
    drv_cap 0 \
    hold_class "in2out" \
    slew_violations 0 \
    syn_to_final_growth_pct 15.81 \
    synth_top_cell_by_area "ha_1" \
    fp-utilization 0.3110 \
    slowest_delay_ps 500 \
    ff_count 0 \
    yosysUniqueCellTypes 91 \
    cp-start-kind "primary input" \
    ys_cells 812 \
    grt-ovfl-total 0 \
    cp_max_fo 13 \
    max_freq_mhz 20.64 \
    drtIter0Drc 322 \
    critPathKind "in2out" \
    drtPass1Iterations 5 \
    setup_viol 0 \
    wl_per_cell_um 14.66 \
    grt_max_degree 23 \
    required_ps 40560 \
    final_area_um2 6827 \
    io_buffers 32 \
    worst_slew_pin_slew_ps 777.0 \
    dp_hpwl_mm 13.04 \
    synth_chip_area_um2 5894 \
    instances_no_fill 1119 \
    slew_headroom 0.4783 \
    grt_pass1_wl_mm 26.52 \
    top_area_frac 0.1974 \
    min_to "out[13]" \
    place_inst 1101 \
    area_leaders "ha_1, nor2_1, a21o_1" \
]
[metrics by stage]
stage / hold WS (ps) / setup TNS [ps] / util
3_5_place_dp: 21260 / 0 / 0.3465
3_3_place_gp: 21260 / 0 / 0.3465
5_1_grt: 21330 / -55.04 / 0.3601
2_1_floorplan: 20300 / 0 / -
6_report: 21260 / 0 / 0.3601
4_1_cts: 21270 / 0 / 0.3465
[critical path, delay by kind of cell]
| kind | cells | cell delay (ps) |
|---|---|---|
| AOI/OAI and AO/OA | 68 | 12210 |
| adders and majority gates | 15 | 4770 |
| buffers and inverters | 11 | 2170 |
| muxes | 5 | 1800 |
| and+or+nand+nor | 34 | 7130 |
[worst max-delay path by stage]
stage         slack [ps]  depth (start not counted)  endpoint  start
finish              2240                        133    out[0]   b[4]
global route         -60                        136    out[0]   b[4]
CTS                  130                        135    out[0]   b[7]
[repair_timing]
action,4_1_cts,5_1_grt
resized,0,25
buffers inserted,0,18
endpoints found under the setup margin,0,2
endpoints found under the hold margin,0,0
hold buffers,0,0
[cell usage in the layout (no fill, tap or decap), drive strengths merged, types with 4 or more instances in the layout]
cell and n:
a2111oi 4, a211o 4, a211oi 10, a21boi 8
a21o 38, a21oi 50, a31oi 17, and2 6
and4 4, buf 31, clkdlybuf4s50 31, ha 93
inv 34, mux2 26, mux2i 16, nand2 55
nand2b 16, nand3 22, nand4 7, nor2 95
nor2b 18, nor3 33, nor4 5, nor4b 5
o211ai 15, o21a 34, o21ai 52, o31a 4
o31ai 10, or2 4, or3 10, xnor2 25
xor2 25
[final cells by class]
cell class / instances / area [um2]
repair buffers: 63 / 568.0
fillers: 1962 / 12130
well taps: 260 / 325.3
inverters: 34 / 132.6
multi-input cells: 762 / 5801
[per-layer routing]
| layer | vias to the layer above | routed length (um) | track usage | part of all wire |
|---|---|---|---|---|
| met5 | - | 0 | 0 | 0 |
| met4 | 0 | 142 | 0.009621 | 0.0087 |
| met3 | 12 | 599 | 0.007539 | 0.037 |
| met2 | 122 | 7036 | 0.2624 | 0.43 |
| met1 | 2823 | 8623 | 0.2488 | 0.53 |
| li1 | 3197 | - | - | - |
[kinds of logic after synthesis]
kind of cell	Yosys count	share of synthesized area
AND-OR/OR-AND	282	0.3441
XOR/XNOR	50	0.07429
adder cells (fa/ha/maj)	94	0.2008
buffers and inverters	50	0.03439
multiplexers	42	0.08215
AND/OR/NAND/NOR	294	0.2643
