File: design.v
`timescale 1ns / 1ps
module scene_recovery( clock, Ar, R, t, Jr, Jr_temp );
input clock;
input [7:0] Ar, R, t;
output [7:0] Jr;
reg Jr_flag;
output reg [15:0] Jr_temp;
reg [7:0] Ar_temp;
reg [7:0] Jr;
always @(posedge clock)
begin
Ar_temp = Ar;
end
always @(Ar or R)  
begin
    if(R > Ar)
    Jr_flag = 1'b1;
    else Jr_flag = 1'b0;
end
always @(Ar or R)
begin
    if(R > Ar)
    Jr_temp = ((R-Ar)<<8)/t;
    else Jr_temp = ((Ar-R)<<8)/t;
end
always @(Jr_temp, Ar_temp)
begin
if(Jr_flag == 0)
    begin
    if(Ar_temp > Jr_temp)
        Jr = 8'b0;
    else Jr = Jr_temp - Ar_temp;
    end
else if(Jr_flag == 1)
    Jr = Jr_temp + Ar_temp;
end
endmodule
File: run.sh
#!/bin/bash
# OpenROAD 26Q1-2900-gdf79404cd8, Yosys 0.63+post, stock flow scripts
make -C /OpenROAD-flow-scripts/flow DESIGN_CONFIG=/design/flow/config.mk WORK_HOME=/design/flow/orfs finish
File: config.mk
export PLATFORM = sky130hd
export DESIGN_NAME = scene_recovery
export DESIGN_NICKNAME = scene_recovery
export VERILOG_FILES = /design/flow/design.v
export SDC_FILE = /design/flow/constraint.sdc
export NUM_CORES = 4
export LEC_CHECK = 1
export CORE_UTILIZATION = 30
File: constraint.sdc
current_design scene_recovery

set clk_period 76.6
set clk_io_pct 0.2

create_clock -name clk0 -period $clk_period [get_ports {clock}]

set non_clock_inputs [all_inputs -no_clocks]
set_input_delay [expr $clk_period * $clk_io_pct] -clock clk0 $non_clock_inputs
set_output_delay [expr $clk_period * $clk_io_pct] -clock clk0 [all_outputs]
==> impl_metrics.tcl <==
# place-and-route summary
set metrics [dict create \
    status "finished, final reports clean" \
    mux_area_frac 0.0892 \
    fill_cells 2639 \
    path_common_cell "o21a_1" \
    use_met3 0.00838 \
    setup_tns_ns 0 \
    cp.arrival_ns 54.81 \
    crit_path_end_kind "output pin" \
    fp-row-count 57 \
    crit_fanout 27 \
    cts_made_buffers 3 \
    num_vias 7579 \
    routedWlPerCell_um 14.3 \
    cts_htree_levels 1 \
    most_common_cell "ha_1" \
    dp_hpwl_mm 17.1 \
    worst_setup_path_start_kind "primary input" \
    routed_wl_mm 20.3 \
    crit_type "primary input to output pin" \
    finalCritPeriodShare 0.915 \
    crit_path_max_incr_delay_ns 0.90 \
    cap_viol_max_count 0 \
    async_reset_ff_frac 0 \
    clock_path_buffers 2 \
    edf_count 0 \
    ys.flop_type "dfxtp_1" \
    pre_cts_ws_ns 6.77 \
    dp.cells 1414 \
    n_antenna_cell 0 \
    gp_congestion 0.896 \
    die_area_mm2 0.0259 \
    cts_hold_buf 0 \
    cts_tree "done" \
    flop_area_um2 160 \
    synth_area_mm2 0.00758 \
    core_mm2 0.0245 \
    critical-path-slowest-cell "or4_1" \
    fp_util 0.309 \
    compound_area_frac 0.301 \
    drive_gt1_frac 0.0668 \
    grt_use_met1 0.235 \
    hold_viol_final 0 \
    synthCells 1057 \
    xor_share 0.0619 \
    clock-sinks 8 \
    numSynthFlops 8 \
    largest_register_ffs 8 \
    grt_pass1_wl_mm 34.7 \
    hold_end "Ar_temp[7]$_DFF_P_" \
    hp-start "Ar[7]" \
    holdCritPathClass "primary input to flip-flop" \
    yosys.area.top_type "ha_1" \
    warnings 49 \
    die_x_um 161 \
    ant_nets 0 \
    post_cts_buffers 0 \
    grt_pass1_vias 7142 \
    slew_violations 0 \
    relSlewSlack 0.433 \
    syn_avg_cell_area_um2 7.18 \
    fmax_mhz 14.3 \
    portBuffers 48 \
    overflow 0 \
    setup_viol 0 \
    clk_pin_slew_ns 0.04 \
    ios 49 \
    die-height_um 161 \
    antenna_found_initial 0 \
    comb_area_mm2 0.00701 \
    clockRootBuffer "clkbuf_16" \
    route.detailed.drc 0 \
    grt_util_met2 0.267 \
    area_leaders "ha_1 22%, a21oi_1 5.6%, nor2_1 5.1%, nand2_1 4.2%, o21a_1 3.9%" \
    fa_ha_area_frac 0.229 \
    fin_ws_ns 6.47 \
    ctsResizeCount 0 \
    grt_max_degree 28 \
    synth_cell_types 93 \
    yosys.area.top_type_share 0.216 \
    grt.busiest_layer "met2" \
    firstDrtPassIters 5 \
    final_cells 1417 \
    simple_gate_share 0.243 \
    grt_setup_unrepaired "no" \
    worst_pin_slew_ns 0.849 \
    grt_use_total 0.161 \
    worstPathRequired_ns 61.28 \
    fin_crit_ns 70.13 \
    synth-area-yosys_mm2 0.00758 \
    syn_to_final_growth_pct 12.1 \
    synth.top_cells.by_count "131 x ha_1, 104 x nor2_1, 85 x a21oi_1" \
    synth_seq_share 0.0211 \
    viasPerCell 5.35 \
    initialDrtViolationCount 348 \
    ys_warn_count 1 \
    min_path_cells 1 \
    top_logic_kind "AND-OR/OR-AND gates" \
    yosys_cells 1057 \
]
-- cell families (layout without fill, tap and decap cells) --
kind of cell,count (synthesis),count (layout)
AND-OR/OR-AND,330,330
multiplexers,60,60
AND/OR/NAND/NOR,367,367
flip-flops,8,8
adder cells (fa/ha/maj),136,136
XOR/XNOR,52,52
buffers and inverters,104,140
-- worst max-delay path by stage --
stage,from,to,cells past startpoint,slack [ns]
6_report,Ar[1],Jr[7],169,6.47
5_1_grt,Ar[1],Jr[7],173,2.88
4_1_cts,Ar[1],Jr[7],170,6.65
-- critical path: cells and delay by family --
family	cells	cell delay [ns]
AND-OR/OR-AND	79	16.79
AND/OR/NAND/NOR	42	9.22
adder cells (fa/ha/maj)	19	5.84
buffers and inverters	18	4.01
multiplexers	11	3.58
-- cell usage in the layout (no fill, tap or decap), types with 8 or more instances in the layout --
cell / netlist / routed
ha_1: 131 / 131
nor2_1: 104 / 104
a21oi_1: 85 / 85
nand2_1: 84 / 84
inv_1: 75 / 75
o21ai_0: 52 / 52
clkdlybuf4s50_1: 0 / 48
o21a_1: 39 / 39
nor3_1: 33 / 33
nand2b_1: 31 / 31
a21o_1: 30 / 30
xnor2_1: 30 / 30
mux2i_1: 28 / 28
mux2_2: 25 / 25
nand3_1: 23 / 23
xor2_1: 21 / 21
o31ai_1: 18 / 18
nor2b_1: 17 / 17
or3_1: 16 / 16
o211ai_1: 14 / 14
nand4_1: 12 / 12
a31oi_1: 9 / 9
o21bai_1: 9 / 9
buf_4: 2 / 9
dfxtp_1: 8 / 8
-- area by class of cell --
cell class,count,share of cell area
multi-input combinational,945,0.824
timing repair buffer,57,0.0644
tap,324,0.0477
inverter,80,0.0362
sequential,8,0.0188
clock buffer,3,0.00883
-- stage by stage --
step / hold slack [ns] / instance area [µm²] / utilization
2_1_floorplan: 15.35 / 7580 / -
3_3_place_gp: 15.80 / 8430 / 0.344
3_5_place_dp: 15.80 / 8430 / 0.344
4_1_cts: 15.56 / 8500 / 0.347
5_1_grt: 15.59 / 8500 / 0.347
6_report: 15.56 / 8500 / 0.347
-- layer usage --
| layer | wire (µm) | vias to the layer above |
|---|---|---|
| met3 | 584 | 20 |
| met2 | 9320 | 123 |
| met1 | 10200 | 3447 |
| met4 | 254 | 0 |
| met5 | 0 | - |
| li1 | - | 3989 |
